[design/flow/config.mk]
export PLATFORM = sky130hd
export DESIGN_NAME = regfile
export DESIGN_NICKNAME = regfile
export VERILOG_FILES = /design/flow/design.v
export SDC_FILE = /design/flow/constraint.sdc
export NUM_CORES = 4
export LEC_CHECK = 1
export CORE_UTILIZATION = 40
[design/flow/constraint.sdc]
current_design regfile

set clk_period 6.6
set clk_io_pct 0.2

create_clock -name clk0 -period $clk_period [get_ports {clk}]

set non_clock_inputs [all_inputs -no_clocks]
set_input_delay [expr $clk_period * $clk_io_pct] -clock clk0 $non_clock_inputs
set_output_delay [expr $clk_period * $clk_io_pct] -clock clk0 [all_outputs]
[design/flow/design.v]
module regfile(
    input wire              re1,    
    input wire[4:0]         raddr1,
    input wire              re2,
    input wire[4:0]         raddr2,
    input wire              we,
    input wire[4:0]         waddr,
    input wire[31:0]        wdata,
    input wire              rst,
    input wire              clk,
    output reg[31:0]        rdata1,
    output reg[31:0]        rdata2
);
    reg[31:0] regs[0:31];
    wire[31:0] regs_0;
    wire[31:0] regs_1;
    wire[31:0] regs_2;
    wire[31:0] regs_3;
    wire[31:0] regs_4;
    wire[31:0] regs_5;
    wire[31:0] regs_6;
    wire[31:0] regs_7;
    wire[31:0] regs_8;
    wire[31:0] regs_9;
    wire[31:0] regs_10;
    wire[31:0] regs_11;
    wire[31:0] regs_12;
    wire[31:0] regs_13;
    wire[31:0] regs_14;
    wire[31:0] regs_15;
    wire[31:0] regs_16;
    wire[31:0] regs_17;
    wire[31:0] regs_18;
    wire[31:0] regs_19;
    wire[31:0] regs_20;
    wire[31:0] regs_21;
    wire[31:0] regs_22;
    wire[31:0] regs_23;
    wire[31:0] regs_24;
    wire[31:0] regs_25;
    wire[31:0] regs_26;
    wire[31:0] regs_27;
    wire[31:0] regs_28;
    wire[31:0] regs_29;
    wire[31:0] regs_30;
    wire[31:0] regs_31;
    assign regs_0   = regs[0];
    assign regs_1   = regs[1];
    assign regs_2   = regs[2];
    assign regs_3   = regs[3];
    assign regs_4   = regs[4];
    assign regs_5   = regs[5];
    assign regs_6   = regs[6];
    assign regs_7   = regs[7];
    assign regs_8   = regs[8];
    assign regs_9   = regs[9];
    assign regs_10  = regs[10];
    assign regs_11  = regs[11];
    assign regs_12  = regs[12];
    assign regs_13  = regs[13];
    assign regs_14  = regs[14];
    assign regs_15  = regs[15];
    assign regs_16  = regs[16];
    assign regs_17  = regs[17];
    assign regs_18  = regs[18];
    assign regs_19  = regs[19];
    assign regs_20  = regs[20];
    assign regs_21  = regs[21];
    assign regs_22  = regs[22];
    assign regs_23  = regs[23];
    assign regs_24  = regs[24];
    assign regs_25  = regs[25];
    assign regs_26  = regs[26];
    assign regs_27  = regs[27];
    assign regs_28  = regs[28];
    assign regs_29  = regs[29];
    assign regs_30  = regs[30];
    assign regs_31  = regs[31];
    always @(*) begin
        if(rst == 1'b1) begin
            rdata1 <= 32'h00000000;
            regs[0] <= 32'h00000000;
        end else if((waddr == raddr1) && (re1 == 1'b1) && (we == 1'b1)) begin
            rdata1 <= wdata; 
        end else if(re1 == 1'b1) begin
            rdata1 <= regs[raddr1];
        end else begin
            rdata1 <= 32'h00000000;
        end
    end
    always @(*) begin
        if(rst == 1'b1) begin
            rdata2 <= 32'h00000000;
            regs[0] <= 32'h00000000;
        end else if((waddr == raddr2) && (re2 == 1'b1) && (we == 1'b1)) begin
            rdata2 <= wdata; 
        end else if(re2 == 1'b1) begin
            rdata2 <= regs[raddr2];
        end else begin
            rdata2 <= 32'h00000000;
        end
    end
    always @(posedge clk) begin
        if(rst == 1'b0) begin
            if((we == 1'b1) && (waddr == 5'b00000)) begin
                regs[waddr] <= 5'b00000;
            end else if((we == 1'b1) && (waddr != 5'b00000)) begin
                regs[waddr] <= wdata;
            end
        end
    end
endmodule
[design/flow/run.sh]
#!/bin/bash
# OpenROAD 26Q1-2900-gdf79404cd8, Yosys 0.63+post, stock flow scripts
make -C /OpenROAD-flow-scripts/flow DESIGN_CONFIG=/design/flow/config.mk WORK_HOME=/design/flow/orfs finish
==> run summary <==
Implementation results. 116 I/O pins were placed. Relative to the synthesized area, the layout overhead comes to 19.4%. Data arrival time at the worst-slack endpoint landed at 5.21 ns. Looking at the clock tree report, the root buffer type is clkbuf_16.

Pin count of the biggest net entering global routing landed at 84. Per the Yosys statistics, synthesis produced 3,283 cells. Summed over all layers, the global routing overflow is 0. Number of flip-flops in the largest register landed at 992. Setup violations remaining at the end of the flow were counted as 0. The number of different library cells used by synthesis comes to 62. Setup repair after global routing left no endpoint under its margin. The clock H-tree reported by CTS has 3 levels.

In this run the worst path has a maximum fanout of 20. Number of global-route vias before repair landed at 37,200. Counting stages on the worst path, the most repeated cell is clkdlybuf4s50_1. For this run, the total global-route usage over all layers was measured as 0.409. Initial antenna violation count landed at 4. Dividing the detail-routed wire length by the instance count gives 42.2 um.

Number of stages on the worst hold path landed at 3. Proportion of layout cells with a drive suffix above 1 landed at 0.157. TritonCTS built the clock tree. Leaving out buffers and inverters, the combinational logic in the layout accounts for 0.0145 mm2.

In the final layout, the registers with the most flip-flops are regs: 992 flops. IR analysis of the VDD net gives a maximum drop of 0.186 mV. Deepest clock path buffer count landed at 3. By area the synthesized netlist is led by edfxtp_1 (66%), a22oi_1 (7.5%), mux2i_1 (4.2%).

STA classifies the critical path startpoint as a primary input. Timing would allow up to 0.153 GHz. The final layout report lists a filler cell count of 9,490. Clock tree synthesis found a total of 992 sinks. The synthesis report names the predominant flop master as edfxtp_1. At the end of the flow the core is filled with cells to 0.483. Cell count after synthesis landed at 3,283. Required time at the worst-slack endpoint landed at 5.28 ns. Per the OpenROAD floorplan log, the area of the die is 0.113 mm2. edfxtp_1 takes more of the synthesized area than any other cell. For this configuration, the core starts out at a cell density of 0.404. Grouping stages by cell kind, the critical path spends the most delay in buffers and inverters.

Highest cell delay on the worst timing path landed at 0.92 ns. Measured along the x axis, the die boundary spans 337 um. STA classifies the critical path endpoint as an output port. Post-synthesis register bit count landed at 992.

Note that the worst hold path type here is primary input to flip-flop. The core region is 0.111 mm2. The smallest clock period supported by the final layout is computed as 6.53 ns. At the pin with the least slew margin, the transition time is 1.11 ns.

Static leakage power landed at 18.4 nW. The floorplan has 122 rows. In the routed design, unresolved DRC markers number 0. The count of nets left with antenna violations once routing finished came out at 0.

Headroom to the max-slew limit landed at 0.255. The synthesis report lists the Yosys warning total as 66. The run finished with clean final reports.

Number of enable-type register cells in the synthesized netlist landed at 992. The report counts max-capacitance violations totalling 0. Looking at the post-CTS report, the setup buffer insertion count equals 0. regs holds more flip-flops than any other register. Per the placement log, port buffering inserted 115 buffers. Final number of hold-violating endpoints landed at 0. The script logs the ratio of routed vias to standard cells as 7.05. Routability-driven placement congestion ratio landed at 1.07. Half-perimeter wire length after placement landed at 134,000 um.

The number of gates resized after CTS was 0. The number of warnings reported in the stage logs is 25. Setup total negative slack landed at 0 ns. Power density normalized to cell area landed at 268 mW/mm2. In this run the most critical hold path is launched from wdata[26]. Looking at the critical path, the single cell with the biggest stage delay is clkdlybuf4s50_1. A synthesized cell averages 13.7 um2. Critical path buffer and inverter count landed at 3. The report lists the cells along the critical path as clkdlybuf4s50_1 -> buf_12 -> xor2_1 -> nor4_1 -> nand4_1 -> nand4b_1 -> a31oi_1 -> a21o_1 -> clkdlybuf4s50_1. DRC marker count from the first detailed-route iteration landed at 4,041. Total CTS buffers landed at 104. Counting pins that exceed their max-slew limit in the final report gives 0.

Area share of the largest cell type after synthesis landed at 0.665. Of all flip-flops after synthesis, the portion carrying an async set or reset was 0. Sequential cell area fraction in the yosys report landed at 0.665.

In this run the cell area of the synthesized design comes to 0.0448 mm2. Summing over every cut layer, the via total after detailed routing is 35,900. Combined flip-flop and latch cell area landed at 0.0298 mm2.

Ratio of final minimum period to clock period landed at 0.990. In the setup report, the worst path falls into the class primary input to output port. Critical path depth landed at 9.

Total detailed-routing wirelength landed at 215,000 um. STA shows the worst min-delay path finishing at regs[20][26]. Per the OpenROAD floorplan log, the height of the die is 337 um. Number of optimization iterations in the first detailed-route pass landed at 6. For this design, the CTS-stage hold fixing added 0 buffers.

The first global-routing pass estimated 289,000 um of wire. Area reported by Yosys stat landed at 0.0448 mm2. Looking at the worst setup and hold paths, the clock pins of their registers show a slew of 0.06 ns.
==> stage by stage <==
stage	hold WS (ns)	area, um2	total power, W	cells	worst slack [ns]
2_1_floorplan	1.77	44800	0.00758	3283	1.79
3_3_place_gp	2.32	49900	0.00812	4900	0.313
3_5_place_dp	2.32	49900	0.00812	4900	0.349
4_1_cts	1.58	53500	0.0143	5091	0.357
5_1_grt	1.65	53500	0.0146	5091	0.189
6_report	1.60	53500	0.0143	5095	0.0663
==> area by class of cell <==
class / count / area share
antenna: 4 / 0.000187
timing repair buffer: 403 / 0.0702
tap: 1488 / 0.0348
inverter: 7 / 0.000491
clock buffer: 116 / 0.0507
multi-input combinational: 2010 / 0.270
clock inverter: 75 / 0.0164
sequential: 992 / 0.557
==> worst max path at each step <==
| stage | startpoint | to | slack, ns |
|---|---|---|---|
| CTS | raddr2[1] | rdata2[23] | 0.36 |
| global route | raddr2[1] | rdata2[30] | 0.19 |
| finish | raddr2[1] | rdata2[30] | 0.07 |
==> logic make-up after synthesis <==
family,synth area share
flops,0.665
mux,0.0435
compound gates,0.147
xor+xnor,0.00195
buf+inv,0.0261
simple gates,0.117
==> placed cells by master, fill, tap and decap left out, types with 30 or more instances in the layout <==
master / Yosys / final
a2111oi_0: 78 / 78
buf_4: 6 / 253
nor4_1: 43 / 43
nand4_1: 108 / 108
mux2i_1: 187 / 187
nor2_4: 0 / 61
and3_1: 296 / 295
nor3_1: 47 / 38
nand2_1: 120 / 120
clkbuf_16: 0 / 107
and2_1: 38 / 35
o21ai_0: 52 / 52
nor2_1: 113 / 47
nand3_1: 70 / 70
a22oi_1: 446 / 446
clkdlybuf4s50_1: 0 / 110
edfxtp_1: 992 / 992
o22ai_1: 58 / 58
buf_12: 0 / 36
a21oi_1: 43 / 43
nand3b_1: 30 / 30
==> per-layer routing <==
metal / up-vias / part of all wire / global-route usage / wire length (um)
li1: 14100 / - / - / -
met1: 17200 / 0.31 / 0.452 / 65700
met2: 3849 / 0.41 / 0.532 / 87900
met3: 765 / 0.22 / 0.381 / 48100
met4: 40 / 0.057 / 0.173 / 12300
met5: - / 0.0049 / 0.0838 / 1060
==> Yosys cell counts (15+ instances only) <==
master	count
nand2_1	120
a22o_1	17
a221o_1	21
o22ai_1	58
o21ai_1	15
and2_1	38
o21ai_0	52
edfxtp_1	992
nand3_1	70
a222oi_1	28
nand3b_1	30
mux2i_1	187
nor3_1	47
buf_2	69
o22a_1	19
a221oi_1	28
a22oi_1	446
a21oi_1	43
clkbuf_1	191
and3_1	296
nor2_1	113
o211ai_1	28
a2111oi_0	78
nor4_1	43
nand4_1	108
==> where the power goes <==
group / internal [W] / switching (W)
logic: 0.000326 / 0.000707
clock network: 0.00369 / 0.00258
registers: 0.00698 / 0.0000232
total: 0.0110 / 0.00331
==> tightest hold or removal path, stage by stage <==
cell and delay (ns):
clkdlybuf4s50_1 0.43, and2_1 0.14, buf_4 0.22
No activity file was given, so power comes from the tool's default toggle rates.
