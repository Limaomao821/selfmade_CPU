<file path="/design/flow/run.sh">
#!/bin/bash
# OpenROAD 26Q1-2900-gdf79404cd8, Yosys 0.63+post, stock flow scripts
make -C /OpenROAD-flow-scripts/flow DESIGN_CONFIG=/design/flow/config.mk WORK_HOME=/design/flow/orfs finish
</file>
<file path="/design/flow/config.mk">
export PLATFORM = sky130hd
export DESIGN_NAME = id
export DESIGN_NICKNAME = id
export VERILOG_FILES = /design/flow/design.v
export SDC_FILE = /design/flow/constraint.sdc
export NUM_CORES = 4
export LEC_CHECK = 1
export CORE_AREA = 10 10 122 122
export DIE_AREA = 0 0 132 132
</file>
<file path="/design/flow/constraint.sdc">
current_design id

set clk_period 2.7
set clk_io_pct 0.2

create_clock -name clk0 -period $clk_period

set non_clock_inputs [all_inputs -no_clocks]
set_input_delay [expr $clk_period * $clk_io_pct] -clock clk0 $non_clock_inputs
set_output_delay [expr $clk_period * $clk_io_pct] -clock clk0 [all_outputs]
</file>
<file path="/design/flow/design.v">
module id(
    input wire[31:0]        pc_i,
    input wire[31:0]        inst_i,
    input wire[31:0]        reg1_data_i,
    input wire[31:0]        reg2_data_i,
    input rst,
    input wire[31:0]        ex_wdata_i,
    input wire[4:0]         ex_wd_i,
    input wire              ex_wreg_i,
    input wire[31:0]        mem_wdata_i,
    input wire[4:0]         mem_wd_i,
    input wire              mem_wreg_i,
    output reg[7:0]         aluop_o,
    output reg[2:0]         alusel_o,
    output reg[31:0]        reg1_o,
    output reg[31:0]        reg2_o,
    output reg              wreg_o,
    output reg[4:0]         wd_o,
    output reg[4:0]         reg2_addr_o,
    output reg              reg2_read_o,
    output reg[4:0]         reg1_addr_o,
    output reg              reg1_read_o
);
    reg[32:0]   imm         = 32'h00000000;
    wire[5:0]   opcode      = inst_i[31:26];
    wire[4:0]   shamt       = inst_i[10:6];
    wire[5:0]   funct       = inst_i[5:0];   
    wire[25:0]  jump_addr   = inst_i[25:0]; 
    always @ (*) begin
        if(rst == 1'b1) begin
            aluop_o         <= 8'b00000000;
            alusel_o        <= 3'b000;
            reg1_o          <= 32'h00000000;
            reg2_o          <= 32'h00000000;
            wreg_o          <= 1'b0;
            wd_o            <= 5'b00000;
            reg2_read_o     <= 1'b0;
            reg2_addr_o     <= 5'b00000;
            reg1_read_o     <= 1'b0;
            reg1_addr_o     <= 5'b00000;
        end else begin
            alusel_o        <= 3'b000;
            wreg_o          <= 1'b0;
            wd_o            <= inst_i[15:11];
            reg1_read_o     <= 1'b0;
            reg1_addr_o     <= inst_i[25:21];
            reg2_read_o     <= 1'b0;
            reg2_addr_o     <= inst_i[20:16];
            imm             <= 32'h00000000;
            case(opcode)
                6'b000000: begin     
                    case(funct)
                        6'b100100: begin     
                           aluop_o      <= 8'b00100100;
                           wreg_o       <= 1'b1;
                           reg2_read_o  <= 1'b1;
                           reg1_read_o  <= 1'b1;
                           alusel_o     <= 3'b001;
                        end
                        6'b100101: begin     
                            aluop_o     <= 8'b00100101;
                            wreg_o      <= 1'b1;
                            reg2_read_o <= 1'b1;
                            reg1_read_o <= 1'b1;
                            alusel_o     <= 3'b001;
                        end
                        6'b100110: begin     
                            aluop_o     <= 8'b00100110;
                            wreg_o      <= 1'b1;
                            reg2_read_o <= 1'b1;
                            reg1_read_o <= 1'b1;
                            alusel_o     <= 3'b001;
                        end
                        6'b100111: begin     
                            aluop_o     <= 8'b00100111;
                            wreg_o      <= 1'b1;
                            reg2_read_o <= 1'b1;
                            reg1_read_o <= 1'b1;
                            alusel_o     <= 3'b001;
                        end
                        6'b000000: begin     
                            aluop_o     <= 8'b01111100;
                            alusel_o     <= 3'b010;
                            imm[4:0]    <= shamt;
                            wreg_o      <= 1'b1;
                            reg2_read_o <= 1'b1;
                        end
                        6'b000010: begin     
                            aluop_o     <= 8'b00000010;
                            alusel_o    <= 3'b010;
                            imm[4:0]    <= shamt;
                            wreg_o      <= 1'b1;
                            reg2_read_o <= 1'b1;
                        end
                        6'b000011: begin     
                            aluop_o     <= 8'b00000011;
                            alusel_o    <= 3'b010;
                            imm[4:0]    <= shamt;
                            wreg_o      <= 1'b1;
                            reg2_read_o <= 1'b1;
                        end
                        6'b000100: begin     
                            aluop_o     <= 8'b01111100;
                            alusel_o    <= 3'b010;
                            wreg_o      <= 1'b1;
                            reg1_read_o <= 1'b1;
                            reg2_read_o <= 1'b1;
                        end
                        6'b000110: begin     
                            aluop_o     <= 8'b00000010;
                            alusel_o    <= 3'b010;
                            wreg_o      <= 1'b1;
                            reg1_read_o <= 1'b1;
                            reg2_read_o <= 1'b1;    
                        end
                        6'b000111: begin     
                            aluop_o     <= 8'b00000011;
                            alusel_o    <= 3'b010;
                            wreg_o      <= 1'b1;
                            reg1_read_o <= 1'b1;
                            reg2_read_o <= 1'b1;
                        end
                        6'b001111: begin     
                            aluop_o     <= 8'b01111100;
                            wreg_o      <= 1'b0;
                            reg1_read_o <= 1'b0;
                            reg2_read_o <= 1'b0;
                        end
                        6'b001011: begin     
                            aluop_o     <= 8'b00001011;
                            alusel_o    <= 3'b011;
                            if(reg2_o != 32'h00000000) begin
                                wreg_o      <= 1'b1; 
                            end else begin
                                wreg_o      <= 1'b0;
                            end
                            reg1_read_o <= 1'b1;
                            reg2_read_o <= 1'b1;
                        end
                        6'b001010:begin      
                            aluop_o     <= 8'b00001011;
                            alusel_o    <= 3'b011;
                            if(reg2_o == 32'h00000000) begin
                                wreg_o      <= 1'b1; 
                            end else begin
                                wreg_o      <= 1'b0;
                            end
                            reg1_read_o <= 1'b1;
                            reg2_read_o <= 1'b1;                         
                        end 
                        6'b010000: begin     
                            aluop_o     <= 8'b00010000;
                            alusel_o    <= 3'b011;
                            wreg_o      <= 1'b1;
                        end
                        6'b010010: begin     
                            aluop_o     <= 8'b00010010;
                            alusel_o    <= 3'b011;
                            wreg_o      <= 1'b1;
                        end
                        6'b010001: begin     
                            aluop_o     <= 8'b00010001;
                            reg1_read_o <= 1'b1;                            
                        end
                        6'b010011: begin     
                            aluop_o     <= 8'b00010011;
                            reg1_read_o <= 1'b1;
                        end
                        6'b100000: begin     
                            aluop_o     <= 8'b00100000;
                            alusel_o    <= 3'b100;
                            reg1_read_o      <= 1'b1;
                            reg2_read_o      <= 1'b1;
                            wreg_o      <= 1'b1;
                        end
                        6'b100001: begin     
                            aluop_o     <= 8'b00100001;
                            alusel_o    <= 3'b100;
                            reg1_read_o      <= 1'b1;
                            reg2_read_o      <= 1'b1;
                            wreg_o      <= 1'b1;
                        end
                        6'b100010: begin     
                            aluop_o     <= 8'b00100010;
                            alusel_o    <= 3'b100;
                            reg1_read_o      <= 1'b1;
                            reg2_read_o      <= 1'b1;
                            wreg_o      <= 1'b1;
                        end
                        6'b100011: begin     
                            aluop_o     <= 8'b00100011;
                            alusel_o    <= 3'b100;
                            reg1_read_o      <= 1'b1;
                            reg2_read_o      <= 1'b1;
                            wreg_o      <= 1'b1;
                        end
                        6'b101010: begin     
                            aluop_o     <= 8'b00101010;
                            alusel_o    <= 3'b100;
                            reg1_read_o      <= 1'b1;
                            reg2_read_o      <= 1'b1;
                            wreg_o      <= 1'b1;
                        end
                        6'b101011: begin     
                            aluop_o     <= 8'b00101011;
                            alusel_o    <= 3'b100;
                            reg1_read_o      <= 1'b1;
                            reg2_read_o      <= 1'b1;
                            wreg_o      <= 1'b1;
                        end
                        6'b011000: begin     
                            aluop_o     <= 8'b00011000;
                            reg1_read_o <= 1'b1;
                            reg2_read_o <= 1'b1;
                        end
                        6'b011001: begin     
                            aluop_o     <= 8'b00011001;
                            reg1_read_o <= 1'b1;
                            reg2_read_o <= 1'b1;
                        end
                        default: begin
                        end
                    endcase
                end
                6'b001100: begin     
                    aluop_o     <= 8'b00100100;
                    alusel_o    <= 3'b001;
                    wd_o        <= inst_i[20:16];
                    wreg_o      <= 1'b1;
                    reg1_read_o <= 1'b1;
                    reg2_read_o <= 1'b0;
                    imm[15:0]   <= inst_i[15:0];
                end
                6'b001110: begin     
                    aluop_o     <= 8'b00100110;
                    alusel_o    <= 3'b001;
                    wd_o        <= inst_i[20:16];
                    wreg_o      <= 1'b1;
                    reg1_read_o <= 1'b1;
                    reg2_read_o <= 1'b0;
                    imm[15:0]   <= inst_i[15:0];
                end
                6'b001101: begin     
                    aluop_o     <= 8'b00100101;
                    alusel_o    <= 3'b001;
                    wreg_o      <= 1'b1;
                    wd_o        <= inst_i[20:16];
                    reg1_read_o <= 1'b1;
                    reg2_read_o <= 1'b0;
                    imm[15:0]   <= inst_i[15:0];
                end
                6'b001111: begin     
                    aluop_o     <= 8'b00100101;
                    alusel_o    <= 3'b001;
                    wreg_o      <= 1'b1;
                    wd_o        <= inst_i[20:16];
                    reg1_read_o <= 1'b1;
                    reg2_read_o <= 1'b0;
                    imm[31:16]  <= inst_i[15:0];
                end
                6'b110011: begin     
                    aluop_o     <= 8'b01111100;
                    alusel_o    <= 3'b010;
                    wreg_o      <= 1'b0;
                    wd_o        <= 5'b00000;
                    reg1_read_o <= 1'b0;
                    reg2_read_o <= 1'b0;
                end
                6'b001000: begin     
                    aluop_o     <= 8'b01010101;
                    alusel_o    <= 3'b100;
                    reg1_read_o <= 1'b1;
                    wd_o        <= inst_i[20:16];
                    wreg_o      <= 1'b1;
                    imm[31:0]   <= {{16{inst_i[15]}}, inst_i[15:0]};
                end
                6'b001001: begin     
                    aluop_o     <= 8'b01010110;
                    alusel_o    <= 3'b100;
                    reg1_read_o <= 1'b1;
                    wd_o        <= inst_i[20:16];
                    wreg_o      <= 1'b1;
                    imm[31:0]   <= {{16{inst_i[15]}}, inst_i[15:0]};
                end
                6'b001010: begin     
                    aluop_o     <= 8'b00101010;
                    alusel_o    <= 3'b100;
                    reg1_read_o <= 1'b1;
                    wd_o        <= inst_i[20:16];
                    wreg_o      <= 1'b1;
                    imm[31:0]   <= {{16{inst_i[15]}}, inst_i[15:0]};
                end
                6'b001011: begin     
                    aluop_o     <= 8'b00101011;
                    alusel_o    <= 3'b100;
                    reg1_read_o <= 1'b1;
                    wreg_o      <= 1'b1;
                    wd_o        <= inst_i[20:16];
                    imm[31:0]   <= {{16{inst_i[15]}}, inst_i[15:0]};
                end
                6'b011100: begin     
                    case(funct)
                        6'b100000: begin     
                            aluop_o     <= 8'b10110000;
                            alusel_o    <= 3'b100;
                            reg1_read_o <= 1'b1;
                            wreg_o      <= 1'b1;
                        end
                        6'b100001:  begin    
                            aluop_o     <= 8'b10110001;
                            alusel_o    <= 3'b100;
                            reg1_read_o <= 1'b1;
                            wreg_o      <= 1'b1;
                        end
                        6'b000010:  begin    
                            aluop_o     <= 8'b10101001;
                            alusel_o    <= 3'b101;
                            wreg_o      <= 1'b1;
                            reg1_read_o <= 1'b1;
                            reg2_read_o <= 1'b1;
                        end
                        default: begin
                        end              
                    endcase
                end
                default: begin
                end
            endcase
        end
    end
    always @ (*) begin
        if(rst == 1'b1) begin
            reg1_o  <= 32'h00000000;
        end else if((reg1_read_o == 1'b1) && (reg1_addr_o == ex_wd_i) && (ex_wreg_i == 1'b1)) begin
            reg1_o  <= ex_wdata_i;
        end else if((reg1_read_o == 1'b1) && (reg1_addr_o == mem_wd_i) && (mem_wreg_i == 1'b1)) begin
            reg1_o  <= mem_wdata_i;
        end else if(reg1_read_o == 1'b0) begin
            reg1_o  <= imm;
        end else if(reg1_read_o == 1'b1) begin
            reg1_o  <= reg1_data_i;
        end else begin
            reg1_o  <= 32'h00000000;
        end
    end
    always @ (*) begin
        if(rst == 1'b1) begin
            reg2_o  <= 32'h00000000;
        end else if((reg2_read_o == 1'b1) && (reg2_addr_o == ex_wd_i) && (ex_wreg_i == 1'b1)) begin
            reg2_o  <= ex_wdata_i;
        end else if((reg2_read_o == 1'b1) && (reg2_addr_o == mem_wd_i) && (mem_wreg_i == 1'b1)) begin
            reg2_o  <= mem_wdata_i;
        end else if(reg2_read_o == 1'b0) begin
            reg2_o  <= imm;
        end else if(reg2_read_o == 1'b1) begin
            reg2_o  <= reg2_data_i;
        end else begin
            reg2_o  <= 32'h00000000;
        end
    end
endmodule
</file>
==> out/summary.txt <==
most instantiated cells after synthesis: sky130_fd_sc_hd__buf_4 (65), sky130_fd_sc_hd__nor2_1 (25), sky130_fd_sc_hd__a21oi_1 (17)
average routed wire per standard cell: 12.07 µm
initial drt markers: 89
global-route wire length before repair: 9.922 mm
Max-Slew Margin vs Limit: 60.29%
max incr delay on CP: 490 ps
synthesis-to-layout area growth: 72.09%
via count: 1911
Peak Freq: 0.3824 GHz
Min Hold Slack: 1695 ps
number of global-route vias before repair: 2052
yosys stat chip area: 1560 µm²
horizontal die dimension: 132 µm
number of instances in the synthesized netlist: 238
Final min period: 2615 ps
GR Util All Layers: 6.486%
# rows: 40
start-to-end type of the worst setup path: in -> out
CP startpoint kind: primary input
status: finished clean
endpoints left unconstrained: 16
Leakage Power: 0.001184 µW
dominant cell type by area after synthesis: sky130_fd_sc_hd__buf_4
Slew Limit Fails: 0
top cell type by instance count after synthesis: sky130_fd_sc_hd__buf_4
number of DRC violations after detailed routing: 0
required time of the critical path: 2160 ps
number of warnings the tools reported: 210
top post-synthesis cells by area: sky130_fd_sc_hd__buf_4 (31%), sky130_fd_sc_hd__dlxtn_1 (7.7%), sky130_fd_sc_hd__nor2_1 (6.0%)
ratio of routed vias to standard cells: 3.682
initial standard-cell utilization of the core: 12.83%
largest net degree at the start of global routing: 14
mean post-synth cell area: 6.556 µm²
maximum ir drop on the vdd rail: 0.00002515 V
kind of cell adding the most delay to the critical path: buffers and inverters
non-filler instance count after layout: 519
post-placement cell count: 500
cells along the critical path: clkdlybuf4s15_2 > buf_4 > nand2b_1 > nor2_4 > buf_6 > nand2_1 > a21oi_1 > clkdlybuf4s50_1
count of library flops with an enable pin: 0
power density over cell area: 111.5 nW/µm²
router iterations before antenna repair: 4
area of the mapped netlist: 1560 µm²
count of unclocked register or latch pins: 8
Cell Type Count: 46
Final GP Congestion: 0.8629
type of the worst min-delay path: in -> out
chip footprint: 17420 µm²
die y size: 132 µm
sum of routed wire length over all layers: 6.265 mm
measured slew at the worst slew-check pin: 580.6 ps
fraction of registers with async set or reset after synthesis: 0%
Largest register FFs: 8
critical path buffer and inverter count: 4
largest registers: aluop_o (8)
number of antenna violations at the first check in global routing: 2
total I/O pin count: 298
CP max FO: 6
placed cell areas: 2440 µm²
worst endpoint data arrival time: 2070 ps
post-route cell area: 2685 µm²
Detailed Place HPWL: 5.191 mm
number of hold violations in the final report: 0
total stage count of the critical path: 8
core region area: 12160 µm²
Critical Path Start: inst_i[31]
CP Capture Type: primary output
CP endpoint: wd_o[1]
# port buffers: 57
flops out of synthesis: 8
Top cell area share: 31.28%
prevailing post-synth register cell: sky130_fd_sc_hd__dlxtn_1
yosys stat cell total: 238
master of the slowest instance on the critical path: sky130_fd_sc_hd__clkdlybuf4s50_1
register bank with the most flops: aluop_o
max capacitance violation total: 0
Synth Warn #: 129
post-route ant nets: 0
fraction of final layout cells with drive strength greater than 1: 30.95%
Finish-stage setup viols: 0
aggregate global routing overflow: 0
final clock period utilization by the worst path: 96.85%
## worst min path at each step
stage / cells after the start / from / slack, ps / to
CTS: 3 / rst / 1830 / alusel_o[0]
global route: 4 / inst_i[30] / 1750 / alusel_o[1]
finish: 4 / inst_i[30] / 1700 / alusel_o[1]
## metrics by stage
| stage | TNS, ps | util (%) | setup slack (ps) | power [µW] |
|---|---|---|---|---|
| finish | 0 | 22.08 | 85.13 | 299.4 |
| global route | -26.35 | 22.08 | -21.57 | 332.6 |
| CTS | -379.7 | 21.80 | -327.6 | 296.9 |
| detailed placement | -3698 | 20.06 | -657.9 | 272.6 |
| global placement | -3628 | 20.06 | -624.2 | 272.7 |
| floorplan | 0 | - | 659.3 | 176.7 |
## cell type report
type / instances / area (µm²)
antenna: 2 / 5.005
fill: 1335 / 9477
inverter: 2 / 7.507
multi-input combinational: 211 / 1234
sequential: 8 / 120.1
tap: 168 / 210.2
timing repair buffer: 128 / 1109
## power breakdown
group	switching, µW	internal, µW	total [µW]
sequential	0.739	10.4	11.2
clock	0	0.0000989	0.0000990
combinational	128	161	288
total	128	171	299
## cells by family (layout without fill, tap and decap cells)
| logic type | after synthesis | in the layout | share of synthesized area (%) |
|---|---|---|---|
| simple gates | 91 | 91 | 31.44 |
| buf+inv | 82 | 130 | 36.09 |
| compound gates | 55 | 55 | 23.98 |
| latches | 8 | 8 | 7.698 |
| other cells | 1 | 66 | 0.2403 |
| xor+xnor | 1 | 1 | 0.5614 |
## cell usage in the layout (no fill, tap or decap), types with 2 or more instances in the layout
| master | instances |
|---|---|
| sky130_fd_sc_hd__buf_4 | 64 |
| sky130_fd_sc_hd__o2bb2ai_1 | 2 |
| sky130_fd_sc_hd__nor2b_1 | 13 |
| sky130_fd_sc_hd__nand4_1 | 3 |
| sky130_fd_sc_hd__a21oi_1 | 15 |
| sky130_fd_sc_hd__clkdlybuf4s50_1 | 38 |
| sky130_fd_sc_hd__conb_1 | 64 |
| sky130_fd_sc_hd__nor2b_2 | 2 |
| sky130_fd_sc_hd__nand2_1 | 10 |
| sky130_fd_sc_hd__nor4b_1 | 2 |
| sky130_fd_sc_hd__buf_6 | 6 |
| sky130_fd_sc_hd__nand2b_1 | 5 |
| sky130_fd_sc_hd__a211oi_1 | 6 |
| sky130_fd_sc_hd__nand3_1 | 5 |
| sky130_fd_sc_hd__nor3b_1 | 2 |
| sky130_fd_sc_hd__nand3_2 | 2 |
| sky130_fd_sc_hd__a21oi_2 | 3 |
| sky130_fd_sc_hd__dlygate4sd2_1 | 10 |
| sky130_fd_sc_hd__clkbuf_2 | 3 |
| sky130_fd_sc_hd__nor2_4 | 3 |
| sky130_fd_sc_hd__diode_2 | 2 |
| sky130_fd_sc_hd__buf_2 | 2 |
| sky130_fd_sc_hd__and3_1 | 3 |
| sky130_fd_sc_hd__nor3_1 | 3 |
| sky130_fd_sc_hd__nor2_1 | 20 |
| sky130_fd_sc_hd__nor3_2 | 3 |
| sky130_fd_sc_hd__dlymetal6s2s_1 | 2 |
| sky130_fd_sc_hd__o21ai_0 | 7 |
| sky130_fd_sc_hd__nor2_2 | 2 |
| sky130_fd_sc_hd__dlxtn_1 | 8 |
| sky130_fd_sc_hd__a221oi_1 | 2 |
| sky130_fd_sc_hd__clkdlybuf4s15_2 | 2 |
## what timing repair did
action                                  CTS  global route
pin swaps                                14            10
setup buffers                            16             2
resized                                  56            14
endpoints found under the setup margin   11            10
hold buffers                              0             0
hold endpoints to repair                  0             0
## tightest hold or removal path: stages
cell                            delay [ps]
sky130_fd_sc_hd__clkbuf_2              140
sky130_fd_sc_hd__nand3_2               170
sky130_fd_sc_hd__a21oi_2                70
sky130_fd_sc_hd__dlygate4sd2_1         240
## routing by layer
layer	wire (µm)	GRT usage, %	vias to the layer above
met5	0	0	-
li1	-	-	935
met1	3459	10.12	843
met2	2072	8.403	133
met3	733	2.632	0
met4	0	0.06180	0
Power and IR drop assume default switching activity.
