==> ./design.v <==
module ex(
    input wire[7:0]     aluop_i,
    input wire[2:0]     alusel_i,
    input wire[31:0]    reg1_i,
    input wire[31:0]    reg2_i,
    input wire[4:0]     wd_i,
    input wire          wreg_i,
    input wire[31:0]    hi_i,
    input wire[31:0]    lo_i,
    input wire          wb_whilo_i,
    input wire[31:0]    wb_hi_i,
    input wire[31:0]    wb_lo_i,
    input wire          mem_whilo_i,
    input wire[31:0]    mem_hi_i,
    input wire[31:0]    mem_lo_i,
    input wire rst,
    output reg          wreg_o,
    output reg[31:0]    wdata_o,
    output reg[4:0]     wd_o,     
    output reg          whilo_o,
    output reg[31:0]    hi_o,
    output reg[31:0]    lo_o
);
    reg[31:0]   logicout;
    reg[31:0]   shiftres;
    reg[31:0]   moveres;
    reg[31:0]   arithmaticres;
    reg[31:0]   HI;
    reg[31:0]   LO;
    always @ (*) begin
        case(aluop_i)
            8'b00100100: begin   
                logicout <= reg1_i & reg2_i;
            end
            8'b00100101: begin   
                logicout <= reg1_i | reg2_i;
            end
            8'b00100110: begin   
                logicout <= reg1_i ^ reg2_i;
            end
            8'b00100111: begin   
                logicout <= ~(reg1_i | reg2_i);
            end
            default: begin
            end
        endcase
    end
    always @ (*) begin
        case(aluop_i)
            8'b01111100: begin   
                shiftres <= reg2_i << reg1_i[4:0];
            end
            8'b00000010: begin   
                shiftres <= reg2_i >> reg1_i[4:0];
            end
            8'b00000011: begin   
                shiftres <= ({32{reg2_i[31]}} << (6'd32-{1'b0, reg1_i[4:0]})) 
                                            | reg2_i >> reg1_i[4:0];
            end
        endcase
    end
    always @(*) begin
        if(rst == 1'b1) begin
            HI  <= 32'h00000000;
            LO  <= 32'h00000000;
        end else if(mem_whilo_i == 1'b1) begin
            HI  <= mem_hi_i;
            LO  <= mem_lo_i;
        end else if(wb_whilo_i == 1'b1) begin
            HI  <= wb_hi_i;
            LO  <= wb_lo_i;
        end else begin
            HI  <= hi_i;
            LO  <= lo_i;
        end
    end
    always @(*) begin
        case(aluop_i)
        8'b00001011: begin       
            moveres <= reg1_i;
        end
        8'b00001011: begin       
            moveres <= reg1_i;
        end
        8'b00010000: begin       
            moveres <= HI;
        end
        8'b00010010: begin       
            moveres <= LO;
        end
        default: begin
        end
        endcase
    end
    always @(*) begin
        if(rst == 1'b1) begin
            whilo_o <= 1'b0;
            hi_o    <= 32'h00000000;
            lo_o    <= 32'h00000000;
        end else begin
            case(aluop_i)
            8'b00010001: begin   
                whilo_o <= 1'b1;
                hi_o    <= reg1_i;
                lo_o    <= LO;
            end 
            8'b00010011: begin   
                whilo_o <= 1'b1;
                lo_o    <= reg1_i;
                hi_o    <= HI;
            end
            8'b00011000, 8'b00011001: begin   
                whilo_o <= 1'b1;
                lo_o    <= mulres[31:0];
                hi_o    <= mulres[63:32];
            end
            default: begin
                whilo_o <= 1'b0;
                hi_o    <= 32'h00000000;
                lo_o    <= 32'h00000000;
            end
            endcase
        end
    end
    wire ov_sum;
    wire[31:0]  reg2_i_mux;
    wire[31:0]  result_sum;
    wire        reg1_lt_reg2;
    wire[31:0]  reg1_i_not;
    assign reg2_i_mux = (aluop_i==8'b00100010||
                         aluop_i==8'b00100011||
                         aluop_i==8'b00101010)?
                        (~reg2_i+1):reg2_i;
    assign result_sum = reg1_i + reg2_i_mux;
    assign ov_sum = ((!reg1_i[31]&&!reg2_i[31]&&result_sum[31])||
                    (reg1_i[31]&&reg2_i[31]&&!result_sum[31]));
    assign reg1_lt_reg2 =   (aluop_i==8'b00101010)?
                            (reg1_i[31]&&!reg2_i[31])||
                            (!reg1_i[31]&&!reg2_i[31]&&result_sum[31])||
                            (reg1_i[31]&&reg2_i[31]&&result_sum[31]):
                            (reg1_i<reg2_i);
    assign reg1_i_not   = ~reg1_i;
    always @(*) begin
        case(aluop_i)
            8'b00100000, 8'b01010101, 8'b00100001, 8'b01010110: begin   
                arithmaticres <=    result_sum;
            end
            8'b00100010, 8'b00100011: begin
                arithmaticres <=    result_sum;
            end
            8'b00101010, 8'b00101011: begin
                arithmaticres <=    reg1_lt_reg2;
            end
            8'b10110000: begin
                arithmaticres <=    reg1_i[31] ? 0 : reg1_i[30] ? 1 : reg1_i[29] ? 2 :
                                    reg1_i[28] ? 3 : reg1_i[27] ? 4 : reg1_i[26] ? 5 :
                                    reg1_i[25] ? 6 : reg1_i[24] ? 7 : reg1_i[23] ? 8 : 
                                    reg1_i[22] ? 9 : reg1_i[21] ? 10 : reg1_i[20] ? 11 :
                                    reg1_i[19] ? 12 : reg1_i[18] ? 13 : reg1_i[17] ? 14 : 
                                    reg1_i[16] ? 15 : reg1_i[15] ? 16 : reg1_i[14] ? 17 : 
                                    reg1_i[13] ? 18 : reg1_i[12] ? 19 : reg1_i[11] ? 20 :
                                    reg1_i[10] ? 21 : reg1_i[9] ? 22 : reg1_i[8] ? 23 : 
                                    reg1_i[7] ? 24 : reg1_i[6] ? 25 : reg1_i[5] ? 26 : 
                                    reg1_i[4] ? 27 : reg1_i[3] ? 28 : reg1_i[2] ? 29 : 
                                    reg1_i[1] ? 30 : reg1_i[0] ? 31 : 32 ;
            end
            8'b10110001: begin
                arithmaticres <=    (reg1_i_not[31] ? 0 : reg1_i_not[30] ? 1 : reg1_i_not[29] ? 2 :
                                    reg1_i_not[28] ? 3 : reg1_i_not[27] ? 4 : reg1_i_not[26] ? 5 :
                                    reg1_i_not[25] ? 6 : reg1_i_not[24] ? 7 : reg1_i_not[23] ? 8 : 
                                    reg1_i_not[22] ? 9 : reg1_i_not[21] ? 10 : reg1_i_not[20] ? 11 :
                                    reg1_i_not[19] ? 12 : reg1_i_not[18] ? 13 : reg1_i_not[17] ? 14 : 
                                    reg1_i_not[16] ? 15 : reg1_i_not[15] ? 16 : reg1_i_not[14] ? 17 : 
                                    reg1_i_not[13] ? 18 : reg1_i_not[12] ? 19 : reg1_i_not[11] ? 20 :
                                    reg1_i_not[10] ? 21 : reg1_i_not[9] ? 22 : reg1_i_not[8] ? 23 : 
                                    reg1_i_not[7] ? 24 : reg1_i_not[6] ? 25 : reg1_i_not[5] ? 26 : 
                                    reg1_i_not[4] ? 27 : reg1_i_not[3] ? 28 : reg1_i_not[2] ? 29 : 
                                    reg1_i_not[1] ? 30 : reg1_i_not[0] ? 31 : 32) ;
            end
            default: begin
               arithmaticres <=     32'h00000000; 
            end
        endcase
    end
    wire[31:0]  opdata1_mult;
    wire[31:0]  opdata2_mult;
    wire[63:0]  hilo_temp;
    reg[63:0]   mulres;
    assign opdata1_mult =   (((aluop_i==8'b10101001)||(aluop_i==8'b00011000))&&
                            (reg1_i[31]==1'b1))?
                            (~reg1_i+1) : reg1_i;
    assign opdata2_mult =   (((aluop_i==8'b10101001)||(aluop_i==8'b00011000))&&
                            (reg2_i[31]==1'b1))?
                            (~reg2_i+1) : reg2_i;
    assign hilo_temp    =   opdata1_mult * opdata2_mult;
    always @(*) begin
        if(rst == 1'b1) begin
            mulres  <=  64'h0000000000000000;
        end else begin
            if(aluop_i==8'b10101001 || aluop_i==8'b00011000) begin
                if(reg1_i[31]^reg2_i[31]==1'b1) begin
                    mulres  <= ~hilo_temp+1;
                end else begin
                    mulres  <= hilo_temp;
                end
            end else begin
                mulres  <= hilo_temp;
            end 
        end
    end
    always @(*) begin
        wd_o    <=  wd_i;
        if((aluop_i==8'b00100000||aluop_i==8'b00100010||aluop_i==8'b01010101)&&(ov_sum==1'b1)) begin
            wreg_o  <=  1'b0;
        end else begin
            wreg_o  <=  wreg_i;
        end
        case(alusel_i)
        3'b001: begin
            wdata_o <=  logicout;
        end
        3'b010: begin
            wdata_o <=  shiftres;
        end
        3'b011: begin
            wdata_o <=  moveres;
        end
        3'b100: begin
            wdata_o <=  arithmaticres;
        end
        3'b101: begin
            wdata_o <=  mulres[31:0];
        end
        default: begin
            wdata_o <=  32'h00000000;
        end
        endcase
    end
endmodule
==> ./run.sh <==
#!/bin/bash
# OpenROAD 26Q1-2900-gdf79404cd8, Yosys 0.63+post, stock flow scripts
make -C /OpenROAD-flow-scripts/flow DESIGN_CONFIG=/design/flow/config.mk WORK_HOME=/design/flow/orfs finish
==> ./config.mk <==
export PLATFORM = sky130hd
export DESIGN_NAME = ex
export DESIGN_NICKNAME = ex
export VERILOG_FILES = /design/flow/design.v
export SDC_FILE = /design/flow/constraint.sdc
export NUM_CORES = 4
export LEC_CHECK = 1
export CORE_UTILIZATION = 40
==> ./constraint.sdc <==
current_design ex

set clk_period 44.0
set clk_io_pct 0.2

create_clock -name clk0 -period $clk_period

set non_clock_inputs [all_inputs -no_clocks]
set_input_delay [expr $clk_period * $clk_io_pct] -clock clk0 $non_clock_inputs
set_output_delay [expr $clk_period * $clk_io_pct] -clock clk0 [all_outputs]
==> GITHUB_STEP_SUMMARY <==
### Metrics collected by this job

| Metric | Value |
|---|---|
| Area of the mapped netlist | 51,000 µm² |
| CP max stage delay | 0.61 ns |
| Critical Path End Type | primary output |
| Starting Density | 40.5% |
| Tot Pwr | 0.0171 W |
| Ys cells | 6,588 |
| Status | finished, final reports clean |
| WP data required | 35.20 ns |
| Port-buffer cells | 369 |
| Setup TNS | 0 ns |
| Fraction of layout instances using a drive strength above 1 | 6.09% |
| Initial antenna violation count | 12 |
| WL/cell | 29.2 µm |
| Io pins | 379 |
| Vias in the first global route | 50,700 |
| Comb area leader | adder cells |
| Final core occ | 45.5% |
| DRC Markers | 0 |
| Synth Warn # | 1 |
| Slew @ Worst Pin | 1.08 ns |
| Cell mode on critical path | fa_1 |
| Mux share | 4.54% |
| Setup crit start kind | primary input |
| Critical-path top delay cell | nand4_1 |
| Top cell family by delay on the critical path | simple AND/OR/NAND/NOR gates |
| WP data arrival | 23.06 ns |
| CP bufs+invs | 10 |
| Fin crit period | 31.86 ns |
| Final Hold Viols | 0 |
| Number of unconstrained endpoints | 96 |
| Hold-fix buffers, CTS | 0 |
| GPL Wtd Cong | 1.07 |
| Die Wd | 359 µm |
| Yosys Chip Area | 51,000 µm² |
| Distinct lib cells | 87 |
| Synth flops | 96 |
| Cts repair resizes | 0 |
| Cells after synthesis | 6,588 |
| Kind of critical path | in2out |
| Sw Ratio | 67.5% |
| Yosys aoi share | 15.1% |
| Fmax | 31.4 MHz |
| DP HPWL | 202 mm |
| Yosys top cell by area | fa_1 |
| Peak VDD IR | 0.000656 V |
| Ys async rst share | 0% |
| Max_cap viols | 0 |
| # setup viols final | 0 |
| Area post-placement | 57,400 µm² |
| DR iter-0 viols | 4,091 |
| Tool warnings | 101 |
| Pwr/cell area | 298 nW/µm² |
| Power Internal | 0.00556 W |
| Min-Delay Endpoint | wd_o[0] |
| Top cells by area | fa_1, ha_1, inv_1 |
| Grt total ovfl | 0 |
| Hold Crit Start | wd_i[0] |
| Pins Over Slew Limit | 0 |
| Simple Share, Synth | 17.1% |
| Core footprint | 126,000 µm² |
| Die Y | 359 µm |
| Synthesis-to-finish area growth | 12.6% |
| GRT Util Overall | 40.3% |
| Yosys xor share | 4.65% |
| ANT nets after route | 0 |
| Routed wire length | 247 mm |
| Area leader share | 35.2% |
| Adder Area Share | 45.0% |
| DR vias/cell | 5.82 |
| Post-synth EDFFs | 0 |
| CP max FO | 30 |
| Most frequent cell after synthesis | inv_1 |
| Sw power | 0.0115 W |
| # rows | 130 |
| Period utilization | 72.4% |
| Final Instance Area | 57,400 µm² |
| Pleak | 27.2 nW |
| Worst hold path class | in2out |
| Post-CTS Repair Setup Buffers | 0 |
| First-pass GRT wire length | 357 mm |
| Rel. slew slack | 27.4% |
| Top_reg_cell synth | dlxtn_1 |
| Pre-antenna DRT Iters | 6 |
| Count of unclocked register or latch pins | 96 |
| Mapped Avg Cell Area | 7.74 µm² |
| Top cells by count, synth | inv_1, nor2_1, fa_1, nand2_1, ha_1 |
| Vias after detailed routing | 49,100 |
| Die area | 129,000 µm² |
| Hold depth | 0 |
| Unrepaired setup endpoints after global routing | no |
| Largest net degree at the start of global routing | 76 |
how the worst max path moves through the flow:
stage,startpoint,to,cells after the start
after global routing,reg2_i[0],hi_o[24],41
after CTS,reg2_i[0],hi_o[30],40
final,reg2_i[0],hi_o[25],42
final cells by class:
cell class | instances | area (µm²)
well taps | 1650 | 2060
flip-flops and latches | 96 | 1440
inverters | 1053 | 3950
multi-input cells | 5028 | 44400
fillers | 12600 | 68700
diodes | 9 | 22.5
repair buffers | 609 | 5480
flip-flops by register name, summed over array words and instances, names as in the netlist:
| signal | count |
|---|---|
| shiftres | 32 |
| logicout | 32 |
| moveres | 32 |
metrics by stage:
stage / worst slack, ns / hold WS [ns] / std cells
2_1_floorplan: 15.35 / 17.67 / 6588
3_3_place_gp: 12.51 / 17.60 / 8436
3_5_place_dp: 12.45 / 17.60 / 8436
4_1_cts: 12.36 / 17.60 / 8436
5_1_grt: 11.43 / 17.60 / 8436
6_report: 12.14 / 17.60 / 8445
cells in the final DEF, fill, tap and decap left out, types with 96 or more instances in the layout:
cell type           n
a21oi_1           320
nand2_1           762
mux2i_1           149
fa_1              897
inv_1            1043
o21ai_0           250
ha_1              398
buf_4             244
xnor2_1           156
dlxtn_1            96
clkdlybuf4s50_1   360
nor2_1            946
cells by family after synthesis:
kind of cell	after synthesis
buffers and inverters	1464
muxes	214
and+or+nand+nor	2072
AOI/OAI and AO/OA	1176
xor gates and xnor gates	271
adders and majority gates	1295
latches	96
routing by layer:
layer / global-route usage (%) / wire length, µm / vias to the layer above
li1: - / - / 21600
met1: 54.9 / 97500 / 24200
met2: 56.6 / 104000 / 2841
met3: 20.7 / 34600 / 450
met4: 13.1 / 10300 / 17
met5: 2.89 / 552 / -
power by group through the flow:
stage / logic (W) / registers [W] / clock network (W)
after CTS: 0.0166 / 0.0000118 / 0
after global routing: 0.0184 / 0.0000123 / 0
Power is estimated from default activity; no workload was simulated.
